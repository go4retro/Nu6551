**./config.mk**
```make
export PLATFORM = sky130hd
export DESIGN_NAME = Nu6551
export DESIGN_NICKNAME = Nu6551
export VERILOG_FILES = /design/flow/design.v
export SDC_FILE = /design/flow/constraint.sdc
export NUM_CORES = 4
export LEC_CHECK = 1
export CORE_UTILIZATION = 30
```
**./constraint.sdc**
```tcl
current_design Nu6551

set clk_period 1.8
set clk_io_pct 0.2

create_clock -name clk0 -period $clk_period [get_ports {clock_bus}]
create_clock -name clk1 -period $clk_period [get_ports {clock_uc}]

set non_clock_inputs [all_inputs -no_clocks]
set_input_delay [expr $clk_period * $clk_io_pct] -clock clk0 $non_clock_inputs
set_output_delay [expr $clk_period * $clk_io_pct] -clock clk0 [all_outputs]
```
**./design.v**
```verilog
`timescale 1ns / 1ps
module Nu6551(
              input _reset_bus,
              input clock_bus,
              input r_w_bus,
              input _cs0_bus,
              input cs1_bus,
              input [1:0]address_bus,
              inout [7:0]data_bus,
              output _int_bus,
              input clock_uc,
              input r_w_uc,
              input _ce_uc,
              input [1:0]address_uc,
              inout [7:0]data_uc,
              output _int_uc_data,
              output _int_uc_status,
              output _int_uc_cmd,
              output _int_uc_ctrl
             );
wire [7:0]                       data_txd;
wire [7:0]                       data_rxd;
wire [7:0]                       data_status;
wire [7:0]                       data_cmd;
wire [7:0]                       data_ctrl;
wire ce_bus;
wire ce_data_bus;
wire ce_status_bus;
wire ce_cmd_bus;
wire ce_ctrl_bus;
wire ce_data_uc;
wire ce_status_uc;
reg [7:0]data_bus_out;
reg [7:0]data_uc_out;
reg int_data_out;
reg int_status_out;
reg int_cmd_out;
reg int_ctrl_out;
reg reset_data_out;
assign _int_uc_data =            !int_data_out;
assign _int_uc_status =          !int_status_out;
assign _int_uc_cmd =             !int_cmd_out;
assign _int_uc_ctrl =            !int_ctrl_out;
assign ce_bus =                  !_cs0_bus & cs1_bus;
assign ce_data_bus =             (ce_bus & (address_bus == 0));
assign ce_status_bus =           (ce_bus & (address_bus == 1));
assign ce_cmd_bus =              (ce_bus & (address_bus == 2));
assign ce_ctrl_bus =             (ce_bus & (address_bus == 3));
assign data_bus =                data_bus_out;
assign ce_data_uc =              (!_ce_uc & (address_uc == 0));
assign ce_status_uc =            (!_ce_uc & (address_uc == 1));
assign data_uc =                 data_uc_out;
assign reset_data =              !_reset_bus | (reset_data_out & !clock_bus);  
assign reset_regs =              !_reset_bus | int_status_out;  
assign _int_bus =                'bz;
register 								txd_reg(clock_bus, !reset_data, ce_data_bus & !r_w_bus, data_bus, data_txd);
register #(.WIDTH(5),.RESET('b00010))	cmd_reg43210(clock_bus, !reset_regs, ce_cmd_bus & !r_w_bus, data_bus[4:0], data_cmd[4:0]);
register #(.WIDTH(3),.RESET('b000))	cmd_reg765(clock_bus, _reset_bus, ce_cmd_bus & !r_w_bus, data_bus[7:5], data_cmd[7:5]);
register #(.RESET('b00010000))	ctrl_reg(clock_bus, _reset_bus, ce_ctrl_bus & !r_w_bus, data_bus, data_ctrl);
register 								rxd_reg(clock_uc, !reset_regs, ce_data_uc & !r_w_uc, data_uc, data_rxd);
register #(.RESET('b00000000))	status_reg(clock_uc, !reset_regs, ce_status_uc & !r_w_uc, data_uc, data_status);
always @(*)
begin
   if(r_w_bus & ce_bus & clock_bus)
   begin
   case (address_bus)
     0: data_bus_out = data_rxd;
     1: data_bus_out = data_status;
     2: data_bus_out = data_cmd;
     3: data_bus_out = data_ctrl;
   endcase
   end
   else
      data_bus_out = 8'bz;
end
always @(*)
begin
   if(_reset_bus & r_w_uc & !_ce_uc & clock_uc)
   begin
   case (address_uc)
     0: data_uc_out = data_txd;
     2: data_uc_out = data_cmd;
     3: data_uc_out = data_ctrl;
     default: data_uc_out = 8'bz;
   endcase
   end
   else
      data_uc_out = 8'bz;
end
always @(negedge clock_bus)
begin
   reset_data_out <=    (ce_data_bus & !r_w_bus);
   int_data_out <=      (ce_data_bus & !r_w_bus);
   int_status_out <=    (ce_status_bus & !r_w_bus);
   int_cmd_out <=       (ce_cmd_bus & !r_w_bus);
   int_ctrl_out <=      (ce_ctrl_bus & !r_w_bus);
end
endmodule
`timescale 1ns / 1ps
module register(clock, reset, enable, d, q);
parameter WIDTH = 8 ;
parameter RESET = 0 ;
input clock;
input reset;
input enable;
input [WIDTH-1:0] d;
output [WIDTH-1:0] q;
reg [WIDTH-1:0] q;
initial q = RESET;
always @ (negedge clock, posedge reset)
  begin
  if(reset)
		q <= RESET;
  else if(enable)
	   q <= d;
  end
endmodule
```
**./run.sh**
```bash
#!/bin/bash
# OpenROAD 26Q1-2900-gdf79404cd8, Yosys 0.63+post, stock flow scripts
make -C /OpenROAD-flow-scripts/flow DESIGN_CONFIG=/design/flow/config.mk WORK_HOME=/design/flow/orfs finish
```
==> report_table.html <==
<h2>Synthesis and place &amp; route</h2>
<table>
<tr><th>Metric</th><th>Value</th></tr>
<tr><th colspan="2">Route</th></tr>
<tr><td>Detailed Routing Iterations Pass 1</td><td>4</td></tr>
<tr><td>Total via count after detailed routing</td><td>1242</td></tr>
<tr><td>Mean routed wirelength per cell</td><td>15.9 um</td></tr>
<tr><td>Inserted Diodes</td><td>0</td></tr>
<tr><td>Total wire length after detailed routing</td><td>4310 um</td></tr>
<tr><td>Post-detailed-route DRC marker count</td><td>0</td></tr>
<tr><td>DRT antenna net count</td><td>0</td></tr>
<tr><td>Via count normalized by instance count</td><td>4.57</td></tr>
<tr><td>Drt initial violations</td><td>42</td></tr>
<tr><th colspan="2">Clock network</th></tr>
<tr><td>Clock tree from TritonCTS</td><td>yes</td></tr>
<tr><td>Clock transition at the register clock pins on the worst setup and hold paths after CTS</td><td>0.07 ns</td></tr>
<tr><td>Cts-stage hold buffer count</td><td>0</td></tr>
<tr><th colspan="2">Floorplan</th></tr>
<tr><td>Num ports</td><td>33</td></tr>
<tr><td>Cell Rows</td><td>28</td></tr>
<tr><td>Overall chip area</td><td>6700 sq um</td></tr>
<tr><td>Horizontal die dimension</td><td>81.9 um</td></tr>
<tr><td>Effective utilization at floorplan</td><td>31.8%</td></tr>
<tr><td>Height of the chip</td><td>81.9 um</td></tr>
<tr><td>Core Area</td><td>6030 sq um</td></tr>
<tr><th colspan="2">Setup path</th></tr>
<tr><td>Count of buffering cells on the critical path with inverters included</td><td>0</td></tr>
<tr><td>Worst-case register-to-register setup slack</td><td>0.76 ns</td></tr>
<tr><td>Depth of the most critical reg-to-reg path</td><td>2</td></tr>
<tr><td>CP max stage cell</td><td>sky130_fd_sc_hd__mux4_2</td></tr>
<tr><td>Startpoint Class</td><td>flop</td></tr>
<tr><td>Cell breakdown of the critical path</td><td>mux4_2</td></tr>
<tr><td>FF-to-FF Start</td><td>txd_reg.q[1]$_DFFE_NN0P_</td></tr>
<tr><td>Stage delay of the slowest cell on the critical path</td><td>0.45 ns</td></tr>
<tr><td>Critical path data required time</td><td>1.44 ns</td></tr>
<tr><td>Highest net fanout along the worst path</td><td>3</td></tr>
<tr><td>Worst r2r dst</td><td>rxd_reg.q[1]$_DFFE_NN0P_</td></tr>
<tr><td>Arrival time at the worst endpoint</td><td>2.20 ns</td></tr>
<tr><td>Setup Crit Path Kind</td><td>reg -&gt; out</td></tr>
<tr><td>Gate family responsible for the most delay along the worst path</td><td>multiplexers</td></tr>
<tr><td>Sort of element at the end of the critical path</td><td>output port</td></tr>
<tr><th colspan="2">Yosys</th></tr>
<tr><td>Distinct lib cells used</td><td>22</td></tr>
<tr><td>Total of warnings raised by yosys</td><td>12</td></tr>
<tr><td>Post-synth top area share</td><td>49.7%</td></tr>
<tr><td>Cell count listed in synth_stat.txt</td><td>140</td></tr>
<tr><td>Ranking of synthesized cells by area</td><td>sky130_fd_sc_hd__dfrtn_1, sky130_fd_sc_hd__mux2_2, sky130_fd_sc_hd__mux4_2</td></tr>
<tr><td>Yosys top cell by area</td><td>sky130_fd_sc_hd__dfrtn_1</td></tr>
<tr><td>Mean area per synthesized cell</td><td>13.7 sq um</td></tr>
<tr><td>Area of the mapped netlist</td><td>1910 sq um</td></tr>
<tr><td>Count of state elements after synthesis</td><td>44</td></tr>
<tr><td>Number of flops mapped to enable cells by yosys</td><td>0</td></tr>
<tr><td>Post-synthesis chip area from yosys</td><td>1910 sq um</td></tr>
<tr><td>Sequential-to-total area share from yosys stat</td><td>56.6%</td></tr>
<tr><td>Top cells by count</td><td>sky130_fd_sc_hd__dfrtn_1, sky130_fd_sc_hd__mux2_2, sky130_fd_sc_hd__clkbuf_1</td></tr>
<tr><td>Top flip-flop cell by instance count after synthesis</td><td>sky130_fd_sc_hd__dfrtn_1</td></tr>
<tr><td>Async set or reset register ratio after synthesis</td><td>90.9%</td></tr>
<tr><td>Synthesized netlist cell count</td><td>140</td></tr>
<tr><td>Most frequent cell after synthesis</td><td>sky130_fd_sc_hd__dfrtn_1</td></tr>
<tr><th colspan="2">Layout</th></tr>
<tr><td>Layout Area Growth over Synthesis</td><td>44.2%</td></tr>
<tr><td># fillers</td><td>526</td></tr>
<tr><td>Share of final-layout standard cells stronger than drive strength 1</td><td>57.9%</td></tr>
<tr><td>Area taken by flip-flops and latches</td><td>1090 sq um</td></tr>
<tr><td>Number of cells in the finished layout apart from fillers</td><td>272</td></tr>
<tr><td>MI comb area</td><td>808 sq um</td></tr>
<tr><th colspan="2">Global routing</th></tr>
<tr><td>Via count of the first global-routing pass</td><td>1475</td></tr>
<tr><td>Total Routing Usage GR</td><td>15.8%</td></tr>
<tr><td>Wire length of the first global-routing pass</td><td>7260 um</td></tr>
<tr><td>Maximum number of pins on one net before global-route repair</td><td>20</td></tr>
<tr><td>Number of antenna violations at the first check in global routing</td><td>0</td></tr>
<tr><td>Remaining Overflow, GRT</td><td>0</td></tr>
<tr><th colspan="2">Place</th></tr>
<tr><td>Detailed placement HPWL</td><td>2780 um</td></tr>
<tr><td>Final estimated routing congestion in global placement</td><td>0.772</td></tr>
<tr><td>Placed cell count</td><td>246</td></tr>
<tr><td>IO Port Bufs</td><td>14</td></tr>
<tr><th colspan="2">Run</th></tr>
<tr><td>Max-cap viol count</td><td>0</td></tr>
<tr><td>OpenROAD warning count</td><td>29</td></tr>
<tr><th colspan="2">Timing</th></tr>
<tr><td>Final Max Tran Viols</td><td>0</td></tr>
<tr><td>Final WS setup</td><td>-0.756 ns</td></tr>
<tr><td>Final setup viols</td><td>44</td></tr>
<tr><td>Final Hold Vio Count</td><td>0</td></tr>
<tr><td>Worst Skew</td><td>0.0693 ns</td></tr>
<tr><td>Setup_tns</td><td>-17.00 ns</td></tr>
<tr><td>RSZ-0062 raised after global routing</td><td>yes</td></tr>
<tr><th colspan="2">Status</th></tr>
<tr><td>Outcome</td><td>finished with violations</td></tr>
<tr><td>Violations in the final reports</td><td>setup timing</td></tr>
<tr><th colspan="2">Pwr</th></tr>
<tr><td>Leakage power</td><td>1.38 nW</td></tr>
<tr><td>Total power per unit cell area</td><td>817 nW/um^2</td></tr>
<tr><td>Peak supply drop</td><td>0.000635 V</td></tr>
<tr><td>Overall power consumption</td><td>2.26 mW</td></tr>
<tr><th colspan="2">Worst hold path</th></tr>
<tr><td>Worst hold path class</td><td>reg -&gt; async</td></tr>
</table>
==> report_power, final <==
part | total [mW] | switching [mW] | internal [mW]
sequential | 0.995 | 0.000500 | 0.994
clock | 1.12 | 0.451 | 0.665
combinational | 0.144 | 0.0719 | 0.0723
total | 2.26 | 0.524 | 1.73
==> metal layers <==
metal	wire (um)	global-route usage (%)	vias up
met4	62	4.56	0
li1	-	-	576
met2	1900	21.5	37
met3	366	8.91	6
met5	0	0	-
met1	1980	22.0	623
==> registers in the layout, summed over array words and instances, names as in the netlist <==
register / cells
ctrl_reg.q: 8
rxd_reg.q: 8
status_reg.q: 8
txd_reg.q: 8
cmd_reg43210.q: 5
cmd_reg765.q: 3
int_cmd_out: 1
int_ctrl_out: 1
int_status_out: 1
reset_data_out: 1
==> per-stage QoR <==
step / instance area [sq um] / setup WS [ns] / util (%) / hold slack (ns)
final: 2760 / -0.756 / 45.8 / 0.186
after global routing: 2760 / -0.816 / 45.8 / 0.239
after CTS: 2730 / -0.763 / 45.3 / 0.180
after detailed placement: 2410 / -1.04 / 40.0 / 0.135
after global placement: 2410 / -1.02 / 40.0 / 0.133
after floorplan: 1980 / -0.567 / - / 0.135
==> cell families after synthesis <==
logic type | count (synthesis) | share of synthesized area, %
AND-OR/OR-AND | 9 | 2.35
flip-flops | 44 | 56.6
AND/OR/NAND/NOR | 17 | 6.34
multiplexers | 40 | 27.7
buffers and inverters | 29 | 6.80
other | 1 | 0.196
==> layout make-up <==
cell class                 instances  area share (%)
multi-input combinational         67            29.3
clock buffer                      16            7.97
timing repair buffer              58            18.2
tap                               75            3.40
inverter                           5           0.680
clock inverter                     7            1.13
sequential                        44            39.3
==> repair_timing <==
item	4_1_cts	5_1_grt
buffers inserted	5	2
gates resized	68	10
endpoints found under the setup margin	47	44
cloned	1	0
pin swaps	7	5
==> cell usage in the layout, fill, tap and decap left out, drive strengths merged <==
| master | n |
|---|---|
| and3 | 1 |
| nand2 | 2 |
| nor3b | 2 |
| clkdlybuf4s50 | 1 |
| dfstp | 2 |
| mux2 | 24 |
| inv | 11 |
| clkinv | 1 |
| dlygate4sd2 | 2 |
| dfrtn | 38 |
| clkbuf | 17 |
| o21ai | 1 |
| dfxtp | 4 |
| a21oi | 8 |
| conb | 1 |
| buf | 54 |
| nor4b | 1 |
| mux2i | 8 |
| and3b | 1 |
| mux4 | 8 |
| nor4 | 1 |
| nor2 | 9 |
==> how the worst max path moves through the flow <==
stage         slack (ns)  cells past startpoint     endpoint                       from
global route       -0.82                      2   data_uc[4]  ctrl_reg.q[4]$_DFFE_NP1P_
finish             -0.76                      1  data_bus[4]  ctrl_reg.q[4]$_DFFE_NP1P_
CTS                -0.76                      1  data_bus[4]  ctrl_reg.q[4]$_DFFE_NP1P_
Power is estimated from default activity; no workload was simulated.
